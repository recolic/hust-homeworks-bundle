File: flow/run.sh
#!/bin/bash
# OpenROAD 26Q1-2900-gdf79404cd8, Yosys 0.63+post, stock flow scripts
make -C /OpenROAD-flow-scripts/flow DESIGN_CONFIG=/design/flow/config.mk WORK_HOME=/design/flow/orfs finish
File: flow/config.mk
export PLATFORM = sky130hd
export DESIGN_NAME = mod2
export DESIGN_NICKNAME = mod2
export VERILOG_FILES = /design/flow/design.v
export SDC_FILE = /design/flow/constraint.sdc
export NUM_CORES = 4
export LEC_CHECK = 1
export CORE_AREA = 10 10 109 109
export DIE_AREA = 0 0 119 119
File: flow/constraint.sdc
current_design mod2

set clk_period 3.5
set clk_io_pct 0.2

create_clock -name clk0 -period $clk_period [get_ports {clk}]

set non_clock_inputs [all_inputs -no_clocks]
set_input_delay [expr $clk_period * $clk_io_pct] -clock clk0 $non_clock_inputs
set_output_delay [expr $clk_period * $clk_io_pct] -clock clk0 [all_outputs]
File: flow/design.v
module jkff(clk, j, k, q, notq);
    input clk;
    input j, k;
    output reg q;
    output notq;
    assign notq = ~q;
    initial begin
        q = 0;
    end
    always @(negedge clk)
    begin
        case({j, k})
            2'b00 : q <= q;
            2'b01 : q <= 0;
            2'b10 : q <= 1;
            2'b11 : q <= ~q;
        endcase
    end
endmodule
`timescale 1ns / 1ps
module mod2(input clk, output res);
    wire _clk;
    divider __01(clk, _clk);
    wire o1, o2, o3, o4;
    wire q1, q2, q3, q4, notq4;
    wire j4, in;
    assign res = _clk & q1 & q4;
    assign j4 = q3 & q2;
    assign in = 1;
    assign o1 = q1;
    assign o2 = q2;
    assign o3 = q3;
    assign o4 = q4;
    jkff _1(.clk(_clk), .j(in), .k(in), .q(q1));
    jkff _2(.clk(q1), .j(notq4), .k(in), .q(q2));
    jkff _3(.clk(q2), .j(in), .k(in), .q(q3));
    jkff _4(.clk(q1), .j(j4), .k(in), .q(q4), .notq(notq4));
endmodule
module divider(clk, clk_N);
input clk;
output reg clk_N;
parameter N = 100_000_000;  
integer counter;
always @(posedge clk)  begin
    if(counter == N/2 - 1)
    begin
        clk_N <= ~clk_N;
        counter <= 0;
    end
    else 
        counter <= counter + 1;
end
endmodule
==> reports/metrics.csv <==
metric,value,unit
ys_chip_area,1670,sq um
synth.avg_cell_area,9.33,sq um
stdcell_area,1890,sq um
viasPerCell,3.91,
report.final.setup_viol,0,
num_rows,36,
finalNonFillerCells,315,
dpl-instance-area,1810,sq um
r2r_start,__01.counter[3]$_SDFF_PN0_,
warnings,25,
clk_latency,0.28,ns
synth-seq-cells,37,
rsz0062_at_grt,no,
cts.reportedPaths.clkPinSlew,0.06,ns
drv_slew,0,
ys_async_sr_fraction,0,%
fp_util,17.3,%
hold_viol,0,
clock-root-buffer,clkbuf_8,
cts-resized-gates,0,
synthToLayoutAreaGrowth,13.1,%
antennaDiodeCount,0,
drtIter0Drc,82,
placed_cells,307,
worstPathArrival,2.03,ns
hold_depth,1,
period_needed,2.12,ns
finalClockPeriodUsage,60.5,%
synth-main-ff-cell,dfxtp_1,
synth_warnings,2,
start_kind,flip-flop,
drt-wirelength-per-cell,9.29,microns
cp_max_fo,14,
untimed_endpoints,4,
edf_count,1,
drive_gt1_share,7.69,%
die-height,119,microns
yosys_cells,179,
worst_pin_slew,0.781,ns
drc,0,
ctsHoldBuffers,0,
gp_congestion,0.855,
unclocked_regs,4,
synthCells,179,
yosysSeqAreaShare,44.9,%
crit_type,reg2reg,
track_usage,4.14,%
grt_max_degree,16,
routed_wl,2930,microns
final_util,19.6,%
pin_count,2,
r2r_setup_slack,1.38,ns
cts_made_buffers,5,
overflow,0,
die_x,119,microns
outcome,finished clean,
tritoncts,yes,
grt_pass1_vias,1110,
worstHoldPathType,reg2reg,
reg2regPathDepth,3,
fmax,472,MHz
cellPowerDensity,341,nW/um^2
ctsHtreeMaxLevel,2,
cts_buffer_depth,2,
grt_pass1_wl,5150,microns
min-delay-start,__01.counter[0]$_SDFF_PN0_,
syn_area,1670,sq um
postCtsSetupBuffers,0,
hold_end,__01.counter[0]$_SDFF_PN0_,
leakage,0.675,nW
synth_cell_types,34,
fin_tns_setup,0,ns
firstDrtPassIters,4,
detailed_place_hpwl,2070,microns
antenna_found_initial,0,
core,9640,sq um
r2r_end,__01.clk_N$_DFFE_PN_,
crit_required,3.41,ns
end_kind,flip-flop,
postRouteAntennaNets,0,
skew,0.00516,ns
portBuffers,1,
peakVddDrop,0.000123,V
relSlewSlack,47.5,%
dr_total_vias,1232,
maxCapViolCount,0,
die_area,14200,sq um
==> where the power goes <==
group / internal (mW) / switching (mW)
Clock: 0.137 / 0.129
Sequential: 0.377 / 0
Combinational: 0 / 0
==> cell usage after synthesis, types with 7 or more instances <==
library cell	number	area, sq um
nand2_1	11	41.3
inv_1	10	37.5
a21oi_1	7	35.0
and4_1	7	61.3
o21ai_0	12	60.1
xnor2_1	9	78.8
nand3_1	11	55.1
or3_1	7	43.8
nand4_1	8	50.1
nor2_1	8	30.0
xor2_1	11	96.3
nor4_1	8	50.1
dfxtp_1	36	721
==> kinds of logic after synthesis <==
group           synth area share [%]
compound gates                  8.69
xor+xnor                        10.5
fa+ha+maj                      0.749
buf+inv                         4.64
flops                           44.9
simple gates                    30.5
==> through the flow <==
stage	setup slack (ns)	total power [mW]	hold WS [ns]
after CTS	1.39	0.655	0.451
after detailed placement	1.40	0.385	0.436
final	1.38	0.644	0.447
after global routing	1.24	0.676	0.462
after floorplan	1.74	0.385	0.413
after global placement	1.45	0.385	0.424
==> metal layers <==
metal | wire (microns) | track usage [%] | vias to the layer above | part of all wire, %
met5 | 0 | 0 | - | 0
met4 | 66 | 0.763 | 0 | 2.3
met3 | 97 | 0.863 | 5 | 3.3
met2 | 1190 | 6.12 | 22 | 41
met1 | 1570 | 6.15 | 556 | 54
li1 | - | - | 649 | -
==> area by class of cell <==
cell class                      count  area, sq um
Clock buffer                        6         72.6
Tap cell                          133          166
Fill cell                        1065         7750
Clock inverter                      2         10.0
Timing Repair Buffer                1         10.0
Inverter                           10         37.5
Sequential cell                    37          751
Multi-Input combinational cell    126          842
==> cell usage in the layout (no fill, tap or decap), types with 2 or more instances in the layout <==
cell	n
nor3_1	5
o31ai_1	2
inv_1	10
nand4_1	8
nor4_2	3
xnor2_1	9
clkinv_2	2
nand3_1	11
o21ai_0	12
dfxtp_1	36
nand2_1	11
and4_1	7
nor4_1	8
a21oi_1	7
clkbuf_8	5
xor2_1	11
or3_1	7
and3_1	4
nor2_1	8
and2_1	2
==> sequential cells by signal (all words and copies together), names as in the netlist <==
| signal | flops |
|---|---|
| _1.q | 1 |
| __01.counter | 32 |
| _4.q | 1 |
| _3.q | 1 |
| _2.q | 1 |
| __01.clk_N | 1 |
==> worst max path at each step <==
stage,from,endpoint,slack [ns],depth (start not counted)
global route,__01.counter[3]$_SDFF_PN0_,__01.clk_N$_DFFE_PN_,1.24,3
finish,__01.counter[3]$_SDFF_PN0_,__01.clk_N$_DFFE_PN_,1.38,3
CTS,__01.counter[3]$_SDFF_PN0_,__01.clk_N$_DFFE_PN_,1.39,3
==> worst max-delay path, cell delays in order, from the launching register on <==
cell,delay (ns)
dfxtp_1,0.40
and4_1,0.43
nand4_1,0.27
nor4_4,0.65
Power figures rest on the tool's default switching activity, not on a simulated workload.
